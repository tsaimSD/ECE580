==> flow/design.v <==
module two_bit_branch_predictor #(
    parameter INDEX_WIDTH = 6   
)(
    input  wire                   clk,
    input  wire                   rst,
    input  wire                   predict_request,
    input  wire [INDEX_WIDTH-1:0] pc_index,          
    output reg                    predicted_taken,   
    input  wire                   update_enable,
    input  wire                   actual_taken       
);
    reg [1:0] pht [0:(1 << INDEX_WIDTH) - 1];   
    always @(*) begin
        if (predict_request)
            predicted_taken = (pht[pc_index] >= 2);   
        else
            predicted_taken = 1'b0;
    end
    integer i;
    always @(posedge clk or posedge rst) begin
        if (rst) begin
            for (i = 0; i < (1 << INDEX_WIDTH); i = i + 1)
                pht[i] <= 2'b10;  
        end else if (update_enable) begin
            case (actual_taken)
                1'b1: if (pht[pc_index] < 2'b11) pht[pc_index] <= pht[pc_index] + 1;
                1'b0: if (pht[pc_index] > 2'b00) pht[pc_index] <= pht[pc_index] - 1;
            endcase
        end
    end
endmodule
==> flow/run.sh <==
#!/bin/bash
# OpenROAD 26Q1-2900-gdf79404cd8, Yosys 0.63+post, stock flow scripts
make -C /OpenROAD-flow-scripts/flow DESIGN_CONFIG=/design/flow/config.mk WORK_HOME=/design/flow/orfs finish
==> flow/config.mk <==
export PLATFORM = sky130hd
export DESIGN_NAME = two_bit_branch_predictor
export DESIGN_NICKNAME = two_bit_branch_predictor
export VERILOG_FILES = /design/flow/design.v
export SDC_FILE = /design/flow/constraint.sdc
export NUM_CORES = 4
export LEC_CHECK = 1
export CORE_UTILIZATION = 50
==> flow/constraint.sdc <==
current_design two_bit_branch_predictor

set clk_period 7.7
set clk_io_pct 0.2

create_clock -name clk0 -period $clk_period [get_ports {clk}]

set non_clock_inputs [all_inputs -no_clocks]
set_input_delay [expr $clk_period * $clk_io_pct] -clock clk0 $non_clock_inputs
set_output_delay [expr $clk_period * $clk_io_pct] -clock clk0 [all_outputs]
==> impl_metrics.yaml <==
# yosys + openroad results
route:
  drt_pass1_iterations: 5
  postRouteWirelength_um: 22380
  vias_per_cell: 6.851
  post-route-drc-count: 0
  routed-via-count: 5556
  routed_wire_length_per_instance_um: 27.59
  dr.first_iter.drc_count: 436
  ant_nets: 0
  antenna_cells: 0
global_routing:
  largest_net_degree_at_the_start_of_global_routing: 65
  grt.met3_usage_pct: 11.15
  globalRouteMet1Util_pct: 52.12
  grt_util_met2_pct: 47.47
  grt_usage_pct: 33.55
  overflow: 0
  gr-max-usage-layer: "met1"
  first_global_vias: 5567
  antenna_found_initial: 0
  grt_first_pass_wirelength_um: 35050
yosys:
  synthesis.yosys.warnings: 2
  ys_async_sr_fraction_pct: 100.0
  synthCells: 628
  synth.top_cells.by_area: "dfstp_2 (23%), dfrtp_1 (22%), mux2_2 (20%), a211oi_1 (4.0%), mux2i_1 (1.8%)"
  yosys_most_used_dff: "dfstp_2"
  synth_largest_type_area_fraction_pct: 23.19
  synth-area-yosys_um2: 7252
  ys_seq_elements: 128
  number_of_synthesized_flops_with_an_enable_pin: 0
  cell_area_after_technology_mapping_um2: 7252
  netlist.top_cell.by_area: "dfstp_2"
  synthesis.area_per_instance_um2: 11.55
  yosysCellCount: 628
  synth.yosys.seq_area_share_pct: 45.27
  netlist-cell-type-count: 69
sta:
  worst_margin_slew_ns: 0.9474
  grt_setup_unrepaired: "no"
  finalCritPeriodShare_pct: 84.74
  finalSetupViolations: 0
  timing.slew.headroom_pct: 35.98
  tns_ns: 0
  timing.final.max_slew_violations: 0
  maxClockFrequency_ghz: 0.1533
  clock_skew_ns: 0.008423
  hold_viol_final: 0
  min_period_ns: 6.525
clock_network:
  clock_transition_at_path_regs_ns: 0.06
  insertion_delay_ns: 0.42
  cts_tree: "done"
  cts.root.buffer_cell: "clkbuf_16"
  post_cts.repair.setup_buffers: 0
  ctsHtreeMaxLevel: 4
  numClockSinks: 128
  cts_max_path_buffers: 2
  number_of_clock_buffers_inserted_by_tritoncts: 17
  post_cts_resized: 0
  number_of_hold_repair_buffers_added_at_the_cts_stage: 0
final_layout:
  signed_area_change_from_the_synthesized_netlist_to_the_final_layout_pct: 11.89
  layout-drive-gt1-share_pct: 42.31
  total_area_of_multi_input_combinational_cells_um2: 3677
  final_layout_top_logic_cell: "mux2_2"
  final_cell_mix: "mux2_2 (128), dfrtp_1 (64), dfstp_2 (64)"
  max_ffs_per_register: 128
  final_cell_area_um2: 8114
  final-seq-area_um2: 3283
  layout_top_registers: "pht x128"
  final_cells: 811
  count_of_filler_cells_inserted_in_the_layout: 1190
  largest_register: "pht"
placed_design:
  placed_area_um2: 7497
  dp.final_hpwl_um: 15110
  port_buffers: 11
  finalWeightedCongestion: 0.9553
  dp.cells: 779
power_and_ir_drop:
  power_report.internal_total_w: 0.001459
  static-leakage-power_nw: 3.213
  seq_power_share_pct: 42.7
  cellPowerDensity_nw_per_um2: 243.7
  combinationalPowerShare_pct: 14.9
  clkPwrFrac_pct: 42.4
  netSwitchingPower_w: 0.0005188
  switching_power_share_of_the_total_pct: 26.23
  ir_worst_vdd_mv: 0.1944
worst_hold_path:
  holdPathStages: 1
  worst_hold_startpoint: "pht[44][0]$_DFFE_PP0P_"
  worstHoldEndpoint: "pht[44][0]$_DFFE_PP0P_"
  timing.hold.worst.class: "reg -> reg"
critical_path:
  setup.worst_path.end_class: "output port"
  timing.critical_path.arrival_ns: 4.98
  r2r-start: "pht[9][1]$_DFFE_PP1P_"
  reg2regPathDepth: 10
  crit_required_ns: 6.16
  slowest_stage: "nor4bb_1"
  critPathTopFamily: "buffers and inverters"
  critPathLaunchType: "input pin"
  cp_num_buf_inv: 3
  worstPathMaxFanout: 18
  crit_chain: "clkdlybuf4s50_1, buf_4, nor4bb_1, a21oi_1, a31oi_1, a22o_1, a2111o_1, o22a_1, and2_1, clkdlybuf4s50_1"
  critPathKind: "in -> out"
  critical_path.max_stage_delay_ns: 0.79
  critical_path.reg2reg.endpoint: "pht[45][0]$_DFFE_PP0P_"
  critPathMostFrequentCell: "clkdlybuf4s50_1"
  setup_slack_reg_to_reg_ns: 3.89
floorplan:
  design.die.area_um2: 14990
  io_pins: 12
  placement_rows: 43
  core_region_area_um2: 13990
  core_util_floorplan_pct: 51.84
  die_height_um: 122.4
  fp.dieW_um: 122.4
outcome:
  run_status: "finished clean"
run:
  stage_log_warnings: 25
  cap_violations: 0
==> per-stage QoR <==
stage	utilization, %	worst slack (ns)	hold slack [ns]	power [W]
3_3_place_gp	53.60	1.360	0.4701	0.001141
3_5_place_dp	53.60	1.308	0.4756	0.001143
2_1_floorplan	-	2.665	0.4541	0.001039
5_1_grt	58.01	0.9911	0.5097	0.002057
4_1_cts	58.01	1.291	0.4892	0.001987
6_report	58.01	1.175	0.4845	0.001978
==> area by class of cell <==
cell class,count,share of cell area (%)
inverters,9,0.4472
flip-flops and latches,128,40.46
clock inverters,9,1.958
well taps,180,2.776
repair buffers,35,3.392
clock buffers,23,5.644
multi-input cells,427,45.32
==> cells by family (layout without fill, tap and decap cells) <==
kind of cell,count (synthesis),after routing,synth area share [%]
mux,149,149,22.91
buf+inv,73,76,4.589
compound gates,144,144,16.24
flops,128,128,45.27
simple gates,132,132,10.54
xor+xnor,2,2,0.4486
==> how the worst max path moves through the flow <==
stage,start,end,slack (ns),cells after the start
after CTS,pc_index[1],predicted_taken,1.29,10
after global routing,pc_index[1],predicted_taken,0.99,10
final,pc_index[1],predicted_taken,1.18,10
==> per-layer routing <==
metal,share of wire (%),routed length (um)
met2,45,10030
met5,0,0
met4,2.6,589
met3,9.4,2108
met1,43,9651
==> Yosys cell counts (3+ instances only) <==
library cell	instances
buf_1	4
nor2_1	10
nor2b_1	14
dfrtp_1	64
a21oi_1	8
mux2_1	8
and3_1	5
and4b_1	4
a31oi_1	6
dfstp_2	64
o211ai_1	13
mux2_2	128
nor4bb_1	5
nor3_1	6
buf_2	23
mux2i_1	13
a211o_1	3
a32oi_1	11
buf_4	4
nand4_1	15
a22o_1	4
clkbuf_1	31
a211oi_2	10
nand2_1	30
o32a_1	3
o31ai_1	3
nand3b_1	3
a211oi_1	39
nor3b_1	5
o21ai_0	5
a22oi_1	10
and2_1	3
o22ai_1	3
nand3_1	16
inv_1	9
nor4b_1	3
==> power by group through the flow <==
stage	Combinational (W)	Clock (W)	Sequential [W]
6_report	0.000295	0.000839	0.000844
5_1_grt	0.000317	0.000886	0.000854
4_1_cts	0.000291	0.000852	0.000843
Power and IR drop assume default switching activity.
