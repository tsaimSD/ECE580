--- flow/design.v ---
module hashed_global_branch_predictor #(
    parameter GHR_WIDTH = 8,
    parameter HASH_KEY  = 8'b10111010   
)(
    input  wire              clk,
    input  wire              rst,
    input  wire              predict_request,
    output reg               predicted_taken,
    input  wire              update_enable,
    input  wire              actual_taken
);
    reg [GHR_WIDTH-1:0] ghr;
    reg [1:0] pht [0:(1 << GHR_WIDTH)-1];
    wire [GHR_WIDTH-1:0] index;
    assign index = ghr ^ HASH_KEY;   
    always @(*) begin
        if (predict_request)
            predicted_taken = (pht[index] >= 2);   
        else
            predicted_taken = 1'b0;
    end
    integer i;
    always @(posedge clk or posedge rst) begin
        if (rst) begin
            ghr <= 0;
            for (i = 0; i < (1 << GHR_WIDTH); i = i + 1)
                pht[i] <= 2'b10;   
        end else if (update_enable) begin
            if (actual_taken) begin
                if (pht[index] < 2'b11)
                    pht[index] <= pht[index] + 1;
            end else begin
                if (pht[index] > 2'b00)
                    pht[index] <= pht[index] - 1;
            end
            ghr <= {ghr[GHR_WIDTH-2:0], actual_taken};
        end
    end
endmodule
--- flow/run.sh ---
#!/bin/bash
# OpenROAD 26Q1-2900-gdf79404cd8, Yosys 0.63+post, stock flow scripts
make -C /OpenROAD-flow-scripts/flow DESIGN_CONFIG=/design/flow/config.mk WORK_HOME=/design/flow/orfs finish
--- flow/config.mk ---
export PLATFORM = sky130hd
export DESIGN_NAME = hashed_global_branch_predictor
export DESIGN_NICKNAME = hashed_global_branch_predictor
export VERILOG_FILES = /design/flow/design.v
export SDC_FILE = /design/flow/constraint.sdc
export NUM_CORES = 4
export LEC_CHECK = 1
export CORE_UTILIZATION = 50
--- flow/constraint.sdc ---
current_design hashed_global_branch_predictor

set clk_period 132.6
set clk_io_pct 0.2

create_clock -name clk0 -period $clk_period [get_ports {clk}]

set non_clock_inputs [all_inputs -no_clocks]
set_input_delay [expr $clk_period * $clk_io_pct] -clock clk0 $non_clock_inputs
set_output_delay [expr $clk_period * $clk_io_pct] -clock clk0 [all_outputs]
==> results_dict.tcl <==
# yosys + openroad results
set metrics [dict create \
    post_drt_wl_per_cell_um 38.0 \
    postCtsResizedCells 0 \
    grt_util_overall_pct 44.4 \
    post-cts-setup-buffer-count 0 \
    drive_gt1_share_pct 45.8 \
    ys_seq_elements 520 \
    timing.hold.worst.start "pht[142][0]" \
    overflow_left_after_global_routing 0 \
    dr.pass1.iters 6 \
    tritoncts_num_sinks 520 \
    synth.avg_cell_area_um2 11.6 \
    top_area_cell "sky130_fd_sc_hd__dfstp_2" \
    final_std_cells_w_o_fill 3104 \
    rr_worst_depth 17 \
    ctsRootBufferMaster "sky130_fd_sc_hd__clkbuf_16" \
    drt-initial-drc-count 2022 \
    tightest_slew_ns 1.04 \
    estimated_wirelength_of_the_detail_placed_design_mm 76.9 \
    place_inst 2997 \
    final.period_utilization_pct 40.8 \
    synth-cells-yosys 2402 \
    final-hold-violation-count 0 \
    setup_slack_ns 78.47 \
    cts-root-to-sink-buffers 3 \
    fp-row-count 86 \
    dp_slack_ns 78.48 \
    hold_path_depth 1 \
    die.size.y_um 238 \
    cap_violations 0 \
    detailroute.via_count 22200 \
    via_per_inst 7.16 \
    pin_count_of_the_biggest_net_entering_global_routing 144 \
    asyncSetResetFlopFracSynth_pct 100 \
    top_cell_type_by_instance_count_after_synthesis "sky130_fd_sc_hd__mux2_2" \
    grt_pass1_vias 21800 \
    multiInputGateArea_um2 13400 \
    tns_ns 0 \
    placeableCoreArea_um2 55100 \
    reg2reg_to "pht[211][0]" \
    finalClockSkew_ns 0.0211 \
    ys_seq_share_pct 47.9 \
    clk_pin_slew_worst_paths_ns 0.06 \
    drt_wl_total_mm 118 \
    drtAntennaViolNets 0 \
    startpoint_type "primary input" \
    stage_log_warnings 31 \
    area_growth_syn_to_layout_pct 9.97 \
    worst_ep_required_time_ns 106.08 \
    fillers 4606 \
    edf_count 0 \
    worst_setup_path_end_kind "output pin" \
    grt_pass1_wl_mm 168 \
    regToRegSetupSlack_ns 124.35 \
    synth.yosys.warnings 2 \
    cts-htree-levels 2 \
    place.port_buffers 5 \
    path_type_of_the_worst_setup_path "in -> out" \
    io_pins 6 \
    crit_fanout 1 \
    critPathArrivalTime_ns 27.61 \
    area_leaders "sky130_fd_sc_hd__dfstp_2 (24%), sky130_fd_sc_hd__dfrtp_1 (24%), sky130_fd_sc_hd__mux2_2 (20%)" \
    cts_hold_buf 0 \
    synth_largest_type_area_fraction_pct 24.2 \
    netlist_instances 2402 \
    status "complete, no violations" \
    slew_headroom_pct 29.8 \
    slew_viol_final 0 \
    rsz_0062_raised_after_global_routing "false" \
    static-leakage-power_nw 12.7 \
    dieArea_um2 56700 \
    hold_path_class "reg -> reg" \
    power.density_cell_area_nw_per_um2 18.7 \
    place.gp.congestion 1.08 \
    ir_drop_mv 0.0813 \
    register_cell_area_after_layout_um2 13300 \
    rr_startpoint "ghr[5]" \
    ys_chip_area_um2 27900 \
    clk_latency_ns 0.63 \
    tritoncts "done" \
    fmaxAchievable_ghz 0.0185 \
    syn-cell-area_um2 27900 \
    cts-buffers-inserted 56 \
    synth_top_flop_cell "sky130_fd_sc_hd__dfrtp_1" \
    floorplan.initialDensity_pct 50.6 \
    min_delay_worst_endpoint "pht[142][0]" \
    yosysUniqueCellTypes 78 \
    synth.top_cells.by_count "sky130_fd_sc_hd__mux2_2 (493), sky130_fd_sc_hd__dfrtp_1 (264), sky130_fd_sc_hd__dfstp_2 (256)" \
    hold-worst-slack_ns 0.484 \
    min_period_ns 54.13 \
    antenna_found_initial 8 \
    detail_route.drc_violations 0 \
    floorplan_die_width_um 238 \
    setup_viol_count_final 0 \
]
-- report_power, final --
group	internal, mW	total (mW)	switching [mW]
Combinational	0.0474	0.197	0.150
Clock	0.0932	0.161	0.0682
Sequential	0.192	0.213	0.0204
Total	0.333	0.571	0.238
-- cell usage in the layout (no fill, tap or decap), types with 25 or more instances in the layout --
cell,n
sky130_fd_sc_hd__buf_4,121
sky130_fd_sc_hd__nand2_1,71
sky130_fd_sc_hd__and3_1,31
sky130_fd_sc_hd__nor2_1,33
sky130_fd_sc_hd__nand3_2,25
sky130_fd_sc_hd__dfstp_2,256
sky130_fd_sc_hd__clkbuf_16,57
sky130_fd_sc_hd__nand3_1,231
sky130_fd_sc_hd__dfrtp_1,256
sky130_fd_sc_hd__a21oi_1,34
sky130_fd_sc_hd__nand4_1,144
sky130_fd_sc_hd__a22oi_1,66
sky130_fd_sc_hd__mux2_4,27
sky130_fd_sc_hd__and4_1,55
sky130_fd_sc_hd__mux2_2,493
-- flip-flops by register name (all words and copies together), names as in the netlist --
| signal | count |
|---|---|
| pht | 512 |
| ghr | 8 |
-- critical path, cell delays in order --
cell and delay [ns]:
sky130_fd_sc_hd__clkdlybuf4s50_1 0.46, sky130_fd_sc_hd__and2_1 0.13, sky130_fd_sc_hd__clkdlybuf4s50_1 0.49
-- per-stage QoR --
stage	utilization [%]	cell area (µm²)	power [mW]
3_5_place_dp	52.2	28700	0.406
6_report	55.6	30600	0.571
4_1_cts	55.6	30600	0.567
2_1_floorplan	-	27900	0.329
3_3_place_gp	52.2	28700	0.404
5_1_grt	55.6	30600	0.586
-- worst max-delay path by stage --
| stage | start | end | slack [ns] | cells after the start |
|---|---|---|---|---|
| 4_1_cts | predict_request | predicted_taken | 78.48 | 3 |
| 6_report | predict_request | predicted_taken | 78.47 | 3 |
| 5_1_grt | predict_request | predicted_taken | 78.45 | 3 |
-- cell type report --
cell class,count,share of cell area (%)
multi-input cells,1593,43.8
clock buffers,86,5.50
flip-flops and latches,520,43.6
clock inverters,18,0.617
repair buffers,128,3.26
diodes,3,0.0245
well taps,748,3.06
inverters,8,0.123
-- cells by family (layout without fill, tap and decap cells) --
family / count (synthesis) / count (layout) / share of synthesized area [%]
flip-flops: 520 / 520 / 47.9
XOR/XNOR: 3 / 3 / 0.121
other: 0 / 3 / 0
AND-OR/OR-AND: 296 / 296 / 7.89
buffers and inverters: 289 / 240 / 5.01
multiplexers: 553 / 553 / 22.7
AND/OR/NAND/NOR: 741 / 741 / 16.4
-- per-layer routing --
metal  GRT usage, %  vias to the layer above  routed length, µm
met1           62.8                    11600              45500
met4           19.8                        8               7070
met5              0                        -                 49
met2           61.0                     1261              50000
li1               -                     9039                  -
met3           19.6                      351              15300
No activity file was given, so power comes from the tool's default toggle rates.
