**flow/config.mk**
```make
export PLATFORM = sky130hd
export DESIGN_NAME = complex_hashed_global_branch_predictor
export DESIGN_NICKNAME = complex_hashed_global_branch_predictor
export VERILOG_FILES = /design/flow/design.v
export SDC_FILE = /design/flow/constraint.sdc
export NUM_CORES = 4
export LEC_CHECK = 1
export CORE_UTILIZATION = 50
```
**flow/constraint.sdc**
```tcl
current_design complex_hashed_global_branch_predictor

set clk_period 1.2
set clk_io_pct 0.2

create_clock -name clk0 -period $clk_period [get_ports {clk}]

set non_clock_inputs [all_inputs -no_clocks]
set_input_delay [expr $clk_period * $clk_io_pct] -clock clk0 $non_clock_inputs
set_output_delay [expr $clk_period * $clk_io_pct] -clock clk0 [all_outputs]
```
**flow/design.v**
```verilog
module complex_hashed_global_branch_predictor #(
    parameter GHR_WIDTH = 8,
    parameter ROUNDS = 4
)(
    input  wire              clk,
    input  wire              rst,
    input  wire              predict_request,
    output reg               predicted_taken,
    input  wire              update_enable,
    input  wire              actual_taken
);
    reg [GHR_WIDTH-1:0] ghr;
    reg [1:0] pht [0:(1 << GHR_WIDTH)-1];
    wire [GHR_WIDTH-1:0] index;
    complex_ghr_hasher #(
        .GHR_WIDTH(GHR_WIDTH),
        .ROUNDS(ROUNDS)
    ) hasher_inst (
        .ghr(ghr),
        .hashed_index(index)
    );
    always @(*) begin
        if (predict_request)
            predicted_taken = (pht[index] >= 2);
        else
            predicted_taken = 0;
    end
    integer i;
    always @(posedge clk or posedge rst) begin
        if (rst) begin
            ghr <= 0;
            for (i = 0; i < (1 << GHR_WIDTH); i = i + 1)
                pht[i] <= 2'b10;  
        end else if (update_enable) begin
            if (actual_taken && pht[index] < 3)
                pht[index] <= pht[index] + 1;
            else if (!actual_taken && pht[index] > 0)
                pht[index] <= pht[index] - 1;
            ghr <= {ghr[GHR_WIDTH-2:0], actual_taken};
        end
    end
endmodule
module complex_ghr_hasher #(
    parameter GHR_WIDTH = 8,
    parameter ROUNDS = 4
)(
    input  wire [GHR_WIDTH-1:0] ghr,
    output reg  [GHR_WIDTH-1:0] hashed_index
);
    integer i;
    reg [GHR_WIDTH-1:0] hash_val;
    always @(*) begin
        hash_val = ghr;
        for (i = 0; i < ROUNDS; i = i + 1)
            hash_val = {hash_val[GHR_WIDTH-2:0], hash_val[GHR_WIDTH-1]} ^
                       ((hash_val << 3) | (hash_val >> (GHR_WIDTH - 3)));
        hashed_index = hash_val;
    end
endmodule
```
**flow/run.sh**
```bash
#!/bin/bash
# OpenROAD 26Q1-2900-gdf79404cd8, Yosys 0.63+post, stock flow scripts
make -C /OpenROAD-flow-scripts/flow DESIGN_CONFIG=/design/flow/config.mk WORK_HOME=/design/flow/orfs finish
```
==> flow_metrics.env <==
# implementation run metrics
export IMPL_post_synth_simple_gate_area=0.1099
export IMPL_synth_async_reset_ratio=1.000
export IMPL_share_of_cell_area_taken_by_muxes_after_synthesis=0.08791
export IMPL_run_status="aborted with a tool error"
export IMPL_yosys_cells=11
export IMPL_rows=4
export IMPL_failing_step="2_4_floorplan_pdn"
export IMPL_fa_ha_area_frac=0
export IMPL_ys_flops=2
export IMPL_number_of_enable_type_register_cells_in_the_synthesized_netlist=0
export IMPL_xor_share=0
export IMPL_synthesis_area_per_instance_um2=10.35
export IMPL_die_width_um=17.09
export IMPL_yosys_area_share_aoi=0.2527
export IMPL_flop_cell="sky130_fd_sc_hd__dfstp_2"
export IMPL_fp_utilization=0.7339
export IMPL_seq_area_frac_synth=0.4505
export IMPL_synth_cell_type_count=11
export IMPL_mapped_area_um2=113.9
export IMPL_chipHeight_um=17.09
export IMPL_synthDominantCellAreaShare=0.2308
export IMPL_yosysChipArea_um2=113.9
export IMPL_synth_top_cells_by_area="sky130_fd_sc_hd__dfstp_2 (23%), sky130_fd_sc_hd__dfrtp_1 (22%), sky130_fd_sc_hd__mux2i_1 (8.8%)"
export IMPL_yosys_warnings=3
export IMPL_synth_top_cell_by_area="sky130_fd_sc_hd__dfstp_2"
export IMPL_postSynthCellCount=11
export IMPL_top_logic_kind="AND-OR/OR-AND gates"
export IMPL_error_line="[ERROR PDN-0185] Insufficient width (14.26 um) to add straps on layer met4 in grid \"grid\" with total strap width 15.2 um and offset 13.6 um."
-- kinds of logic after synthesis --
logic type,Yosys count
multiplexers,1
AND-OR/OR-AND,4
buffers and inverters,2
AND/OR/NAND/NOR,2
flip-flops,2
